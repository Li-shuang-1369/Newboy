--- constraint.sdc ---
current_design handshakes1

set clk_period 1.6
set clk_io_pct 0.2

create_clock -name clk0 -period $clk_period [get_ports {clk}]

set non_clock_inputs [all_inputs -no_clocks]
set_input_delay [expr $clk_period * $clk_io_pct] -clock clk0 $non_clock_inputs
set_output_delay [expr $clk_period * $clk_io_pct] -clock clk0 [all_outputs]
--- design.v ---
module handshakes1
        (
        clk                                                                   ,
        reset                                                                 ,
        valid_i                                                               ,
		  valid_o                                                             	,
        data_i                                                               	,
        data_o                                                                ,
        ready_i		  																			,
        ready_o																					,
		  receiver                                                              
        );
parameter WIDTH            = 8                                                 ;
input                      clk                                                 ;
input                      reset                                               ;
input                      valid_i                                             ;
output                     valid_o                                           	 ;
input  [WIDTH-1:0]         data_i                                              ;
output [WIDTH-1:0]         data_o                                            	 ;
input                      ready_i                                           	 ;
output                     ready_o 															 ;
output [WIDTH-1:0]         receiver                                            ;
wire                       clk                                                 ;
wire                       reset                                               ;
wire                       valid_i                                             ;
wire                       ready_i                                             ;
wire   [WIDTH-1:0]         data_i                                              ;
reg                        valid_o                                           	 ;
wire                       ready_o                                              ;
reg    [WIDTH-1:0]         data_o                                              ;
reg    [WIDTH-1:0]         receiver 														 ;
reg    [WIDTH-1:0]         reg_fist															 ;
reg    				         reg_second														 ;
always @(posedge clk)
begin
if (reset)  begin data_o <= {WIDTH{1'd0}}; receiver <=  {WIDTH{1'd0}} ; end  
else        receiver <= (ready_i && valid_o) ? data_o :{WIDTH{1'd0}} ; 
if(ready_o && valid_i) 
begin  
								reg_fist <= data_i; 
								reg_second <=  valid_i;
end
if ( reg_second > valid_i)
				begin
				 valid_o <= reg_second; 
				 data_o <= reg_fist; 
				 end
end
assign  ready_o = ~ready_i ;
endmodule
--- run.sh ---
#!/bin/bash
# OpenROAD 26Q1-2900-gdf79404cd8, Yosys 0.63+post, stock flow scripts
make -C /OpenROAD-flow-scripts/flow DESIGN_CONFIG=/design/flow/config.mk WORK_HOME=/design/flow/orfs finish
--- config.mk ---
export PLATFORM = sky130hd
export DESIGN_NAME = handshakes1
export DESIGN_NICKNAME = handshakes1
export VERILOG_FILES = /design/flow/design.v
export SDC_FILE = /design/flow/constraint.sdc
export NUM_CORES = 4
export LEC_CHECK = 1
export CORE_AREA = 10 10 102 102
export DIE_AREA = 0 0 112 112
==> run summary <==
Entry: Yosys synthesis followed by OpenROAD place and route.

Setup path:
- The run gives the count of buffering cells on the critical path with inverters included as 1.
- The timing report gives the biggest stage delay along the critical path as 0.51 ns.
- In this run the critical path is formed by clkdlybuf4s50_1.
- The worst setup path is launched from a flip-flop.
- The run puts the required arrival time at the worst endpoint at 1.28 ns.
- The worst setup path is captured at an output pin.
- The run gives the number of stages on the worst setup path as 1.
- The run gives the maximum fanout along the worst path as 2.
- The run gives the critical path's top delay family as buffers and inverters.
- The run puts the worst path arrival time at 1.15 ns.
- The slowest stage of the critical path is the sky130_fd_sc_hd__clkdlybuf4s50_1 cell.
- The run gives the count of cells along the worst register-to-register path as 2.
- The run gives the classification of the worst setup path as reg -> out.

Clock network:
- After clock tree synthesis, the repair step resized 0 gates.
- The run puts the clock edge transition at the registers on the reported setup and hold paths at 0.08 ns.
- The run gives the number of buffers added to fix hold violations after cts as 0.
- The run gives the buffer cell driving the clock tree root as sky130_fd_sc_hd__clkbuf_8.
- The run puts the buffers inserted during post-CTS setup optimization at 0.
- The run gives the worst-case clock buffer depth as 2.
- The run puts the clock latency reported for the late side of the worst-skew pair at 0.26 ns.
- The run puts the number of H-tree levels at 1.
- The run puts the number of clock sinks at 26.
- The run gives the number of CTS-inserted buffers as 3.
- TritonCTS built the clock tree.

Synth:
- The run puts the area of the synthesized netlist per yosys stat at 843 um2.
- The run gives the average cell area after synthesis as 17.6 um2.
- Per the Yosys statistics, synthesis produced 48 cells.
- Counting distinct cell types in the post-synthesis netlist gives 8.
- The run gives the gate count after technology mapping as 48.
- The run gives the sequential fraction of the synthesis area as 0.831.
- The run gives the mapped cell area as 843 um2.
- Per the synth log, the flip-flop and latch total comes to 26.
- The run puts the number of warning messages in the yosys log at 1.

Pwr:
- The run puts the internal power summed over all cells at 1.15 mW.
- The run gives the static leakage as 0.478 nW.
- Switching power as a fraction of the total was reported as 0.167.
- The run puts the share of total power in the clock network at 0.380.
- The run gives the combinational power share as 0.065.
- The run puts the total power per unit cell area at 1030 mW/mm2.
- The run gives the maximum VDD drop as 0.344 mV.
- The run puts the sequential fraction of design power at 0.555.
- The run puts the total net switching power at 0.231 mW.

GRT:
- The run puts the initial antenna violation count at 0.
- The run puts the final global-route overflow total at 0.
- Overall routing resource usage recorded by global route was 0.0284.
- The run puts the number of global-route vias before repair at 491.
- The run gives the maximum number of pins on one net before global-route repair as 16.
- The run gives the first-pass GRT wire length as 2710 um.

STA:
- The run puts the period utilization at 0.921.
- After routing, the total negative slack on setup checks comes to 0 ns.
- For the final database, setup skew stands at 0.00287 ns.
- The run puts the smallest hold slack at 0.450 ns.
- The run gives the final-report setup violation count as 0.
- The slew check shows that the tightest pin keeps a relative margin of 0.784.
- The run puts the final count of pins violating max slew at 0.
- The run puts the maximum frequency from static timing analysis at 678 MHz.
- Setup repair after global routing left no endpoint under its margin.
- The run puts the time the worst path needs with I/O delays and setup at 1.47 ns.
- For reference, the final report shows the hold violation count at 0.
- The run gives the slew at the pin with the worst max-slew slack as 0.324 ns.
- The run puts the setup slack of the critical path after layout at 0.126 ns.

Layout:
- The run puts the area growth from synthesis to layout at 60.1%.
- The run gives the layout filler cell count as 895.
- The finished layout holds 188 standard cells, fillers aside.
- The layout summary lists the proportion of cells stronger than drive strength 1 as 0.0843.
- Leaving out fill and tap cells, the most frequent cell in the layout is sky130_fd_sc_hd__clkdlybuf4s50_1.
- The run gives the post-route standard cell area excluding fillers as 0.00135 mm2.
- The run gives the logic area as 128 um2.
- The area taken by sequential standard cells is reported as 701 um2.
- The most common logic cells in the final layout are sky130_fd_sc_hd__clkdlybuf4s50_1 (28), sky130_fd_sc_hd__edfxtp_1 (18), sky130_fd_sc_hd__and2_1 (16), sky130_fd_sc_hd__dfxtp_1 (8).

Run:
- The run puts the warning total across the stage logs at 25.
- The run reported a max-capacitance violation count of 0.

Die:
- The run gives the total core area as 0.00822 mm2.
- The run puts the area of the die at 0.0125 mm2.
- The run puts the row count at 33.
- In this run the horizontal extent of the chip is 112 um.
- The run gives the chip height as 112 um.
- Pin placement for this block handled 30 I/O pins.
- The floorplan step records an initial core utilization of 0.103.

Drt:
- The run puts the via density per instance at 2.34.
- The run puts the number of nets with antenna violations after routing at 0.
- The number of antenna diodes in the final layout is 0.
- Per the log, the first TritonRoute iteration ended with a DRC count of 1.
- The run puts the average wire per cell in the routed design at 9.65 um.
- The run puts the remaining design rule violation count at 0.
- Across all layers, the routed design uses 439 vias.
- The run puts the routed wire length at 1820 um.
- The first detailed-routing pass took 2 iterations.

Placed design:
- The run gives the pre-CTS setup slack as 0.0127 ns.
- The run gives the placed instance count as 184.
- Input and output buffers added on the ports amount to 29.
- The run puts the placement-stage cell area at 0.00128 mm2.
- The run gives the final weighted congestion in routability-driven placement as 0.723.

Outcome:
- The run finished with clean final reports.

Min path:
- The run gives the depth of the worst hold-timing path as 0.
- The run gives the worst hold-check path type as reg -> reg.
[logic make-up (layout without fill, tap and decap cells)]
kind of cell / count (synthesis) / in the layout / share of synthesized area
flops: 26 / 26 / 0.831
simple gates: 20 / 20 / 0.151
buf+inv: 2 / 37 / 0.0178
[layer usage]
| metal | global-route usage | wire, um |
|---|---|---|
| met2 | 0.0412 | 679 |
| met4 | 0.000846 | 0 |
| met1 | 0.0374 | 914 |
| met5 | 0 | 0 |
| met3 | 0.0174 | 221 |
[sequential cells by signal (all words and copies together), names as in the netlist]
name        count
reg_second      1
valid_o         1
data_o          8
reg_fist        8
receiver        8
[cell usage after synthesis]
master / number / area (um2)
sky130_fd_sc_hd__dfxtp_1: 8 / 160
sky130_fd_sc_hd__nor2b_1: 2 / 12.5
sky130_fd_sc_hd__buf_6: 1 / 11.3
sky130_fd_sc_hd__edfxtp_1: 18 / 541
sky130_fd_sc_hd__or2_1: 1 / 6.26
sky130_fd_sc_hd__and3b_1: 1 / 8.76
sky130_fd_sc_hd__and2_1: 16 / 100
sky130_fd_sc_hd__inv_1: 1 / 3.75
[stage by stage]
step,power (mW),util
2_1_floorplan,0.797,-
3_3_place_gp,0.877,0.155
3_5_place_dp,0.879,0.155
4_1_cts,1.41,0.164
5_1_grt,1.45,0.164
6_report,1.38,0.164
[path summary, 6_finish.rpt]
| check | start | endpoint | slack (ns) |
|---|---|---|---|
| max | data_o[6] | data_o[6] | 0.13 |
| min | reg_second | valid_o | 0.45 |
| max reg2reg | reg_second | data_o[6] | 0.46 |
| min reg2reg | reg_second | valid_o | 0.45 |
[power by group through the flow]
| stage | clock network (mW) | registers, mW | logic (mW) |
|---|---|---|---|
| CTS | 0.548 | 0.769 | 0.0943 |
| global route | 0.575 | 0.773 | 0.0992 |
| finish | 0.526 | 0.768 | 0.0899 |
[area by class of cell]
class                      count  share of cell area
clock inverter                 1              0.0222
multi-input combinational     20              0.0945
clock buffer                   3              0.0306
sequential                    26               0.519
tap                          105              0.0973
timing repair buffer          32               0.234
inverter                       1             0.00278
Power figures rest on the tool's default switching activity, not on a simulated workload.
