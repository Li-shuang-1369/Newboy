### run.sh
#!/bin/bash
# OpenROAD 26Q1-2900-gdf79404cd8, Yosys 0.63+post, stock flow scripts
make -C /OpenROAD-flow-scripts/flow DESIGN_CONFIG=/design/flow/config.mk WORK_HOME=/design/flow/orfs finish
### config.mk
export PLATFORM = sky130hd
export DESIGN_NAME = Handshakes
export DESIGN_NICKNAME = Handshakes
export VERILOG_FILES = /design/flow/design.v
export SDC_FILE = /design/flow/constraint.sdc
export NUM_CORES = 4
export LEC_CHECK = 1
export CORE_AREA = 10 10 70 70
export DIE_AREA = 0 0 80 80
### constraint.sdc
current_design Handshakes

set clk_period 1.2
set clk_io_pct 0.2

create_clock -name clk0 -period $clk_period [get_ports {CLK}]

set non_clock_inputs [all_inputs -no_clocks]
set_input_delay [expr $clk_period * $clk_io_pct] -clock clk0 $non_clock_inputs
set_output_delay [expr $clk_period * $clk_io_pct] -clock clk0 [all_outputs]
### design.v
module Handshakes
        (
        CLK                                                                     ,
        RESET                                                                   ,
        VALID_UP                                                                ,
        READY_UP                                                                ,
        DATA_UP                                                                 ,
        VALID_DOWN                                                              ,
        READY_DOWN                                                              ,
        DATA_DOWN
        );
parameter WIDTH            = 8                                                 ;
input                      CLK                                                  ;
input                      RESET                                                ;
input                      VALID_UP                                             ;
output                     READY_UP                                             ;
input  [WIDTH-1:0]         DATA_UP                                              ;
output                     VALID_DOWN                                           ;
input                      READY_DOWN                                           ;
output [WIDTH-1:0]         DATA_DOWN                                            ;
wire                       CLK                                                  ;
wire                       RESET                                                ;
wire                       VALID_UP                                             ;
wire                       READY_UP                                             ;
wire   [WIDTH-1:0]         DATA_UP                                              ;
reg                        VALID_DOWN                                           ;
wire                       READY_DOWN                                           ;
reg    [WIDTH-1:0]         DATA_DOWN                                            ;
always @(posedge CLK) 
if (RESET)  VALID_DOWN <= 1'b0                                                  ;                                                
else        VALID_DOWN <= READY_UP ? VALID_UP : VALID_DOWN                      ;
always @(posedge CLK)
if (RESET)  DATA_DOWN <= {WIDTH{1'd0}}                                          ; 
else        DATA_DOWN <= (READY_UP && VALID_UP) ? DATA_UP : DATA_DOWN           ; 
assign READY_UP = READY_DOWN                                                  ; 
endmodule
==> flow_summary.yaml <==
# physical design summary
run_status:
  status: "completed"
clocking:
  cts_root_buf: "clkbuf_4"
  clock_latency_ns: 0.25
  htreeDepth: 1
  cts_buffer_depth: 2
  cts_tree: "done"
  cts_setup_buffers: 0
  numCtsBuffers: 3
  path_clk_slew_ns: 0.06
  cts_sinks: 9
floorplanning:
  num_rows: 21
  fp-utilization_pct: 12.05
  die_x_um: 80
  ioPinCount: 22
  coreArea_mm2: 0.003416
  die-area_mm2: 0.006400
  chipHeight_um: 80
synthesis:
  yosysMostFrequentCell: "dfxtp_1"
  edf_count: 0
  yosysChipArea_um2: 411.6
  synth_top_area_share_pct: 43.77
  synthFlopType: "dfxtp_1"
  ys_types: 13
  yosys_cells: 41
  synth.largest_area_cell: "dfxtp_1"
  async_reset_ff_share_pct: 0
  ys_seq_elements: 9
  top_cells_by_count: "dfxtp_1, nand3_1, a21bo_2, a21oi_1, buf_6"
  netlist_instances: 41
  netlist_area_um2: 411.6
  syn_area_per_cell_um2: 10.04
  yosysWarnings: 1
  ys_seq_share_pct: 43.77
  top_cells_by_area: "dfxtp_1, a21bo_2, nand3_1"
finish:
  syn_to_final_growth_pct: 64.44
  utilization_pct: 19.82
  final_cell_area_um2: 676.9
  fillers: 383
  drive_above_1_share_pct: 30.65
  logic_area_um2: 177.7
  fin_cells: 108
  seqCellArea_um2: 187.7
global_route:
  antenna_found_initial: 0
  grt_pass1_vias: 378
  grt_usage_pct: 3.630
  grt_pass1_wl_um: 1766
  grt_max_degree: 18
  grt_overflow_total: 0
setup_path:
  critical_path_class: "reg2out"
  arrival_ns: 0.80
  crit_path_end_kind: "output port"
  critPathTopFamily: "flip-flops"
  cp-start-kind: "register"
  crit_path_max_incr_delay_ns: 0.31
  cp_num_buf_inv: 1
  required_ns: 0.96
  critPathMaxFanout: 2
  slowest_stage: "dfxtp_2"
  path_cells: "dlygate4sd2_1"
placed_design:
  numPortBuffers: 21
  post-place-cells: 104
  gp_routability_congestion: 0.7281
  postPlaceCellArea_um2: 653.1
final_timing:
  hold_violations: 0
  fin_crit_sh_pct: 86.65
  min_period_ns: 1.040
  skew_ns: 0
  rsz0062_at_grt: "false"
  slew_viol_final: 0
  setup_violations: 0
  fmax_mhz: 961.7
  slew_headroom_pct: 74.82
  tightestPinTransition_ns: 0.3766
drt:
  drt-initial-drc-count: 8
  drc: 0
  wl_per_cell_um: 11.07
  ant_nets: 0
  vias_per_cell: 3.417
  wirelength_um: 1196
  first_pass_iters: 2
  diodes: 0
  dr_total_vias: 369
power:
  peakVddDrop_v: 0.0003192
  leakagePower_uw: 0.0002889
  pwr_density_cell_mw_per_mm2: 968.4
flow_run:
  max_cap_viol_count: 0
  warning_count: 25
hold_path:
  worstHoldPathType: "reg2reg"
==> flip-flops by register name (all words and copies together) (netlist names) <==
signal	flops
VALID_DOWN	1
DATA_DOWN	8
==> per-stage QoR <==
stage	total power, uW	setup TNS (ns)	setup slack, ns	hold slack [ns]
after detailed placement	452.3	-1.082	-0.2267	0.4968
after global placement	447.7	-0.8421	-0.2237	0.4763
after global routing	700.7	0	0.1113	0.5457
after floorplan	379.3	0	0.3430	0.3875
after CTS	668.4	0	0.03134	0.5055
final	655.5	0	0.1602	0.5128
==> area by class of cell <==
cell class | count | share of cell area [%]
multi-input combinational | 26 | 26.25
tap | 46 | 8.503
timing repair buffer | 23 | 33.64
clock buffer | 4 | 3.882
sequential | 9 | 27.73
==> worst paths after layout <==
check | start | endpoint | slack, ns | cells after the start
min reg2reg | VALID_DOWN | VALID_DOWN | 0.51 | 2
max reg2reg | DATA_DOWN[0] | DATA_DOWN[0] | 0.44 | 2
min | VALID_DOWN | VALID_DOWN | 0.51 | 2
max | DATA_DOWN[0] | DATA_DOWN[0] | 0.16 | 1
==> repair_timing <==
item,in CTS,in global routing
setup endpoints to repair,10,1
hold buffers,0,0
hold endpoints to repair,0,0
resized,16,1
==> cells in the final DEF, fill, tap and decap left out <==
cell,instances
a21bo_1,1
a21bo_2,7
a21oi_1,7
a21oi_2,1
buf_12,1
buf_4,1
clkbuf_1,1
clkbuf_4,3
clkdlybuf4s50_1,10
dfxtp_1,3
dfxtp_2,6
dlygate4sd2_1,10
dlymetal6s2s_1,1
mux2i_1,1
nand3_1,8
nor2_1,1
==> routing by layer <==
metal | GRT usage [%] | up-vias | wire length [um]
met5 | 0 | - | 0
met4 | 0.1761 | 0 | 0
met3 | 2.841 | 0 | 164
met2 | 5.698 | 17 | 540
met1 | 3.978 | 169 | 491
li1 | - | 183 | -
==> logic make-up after synthesis <==
kind of cell	Yosys count	share of synthesized area [%]
buffers and inverters	6	13.07
flip-flops	9	43.77
AND-OR/OR-AND	16	30.09
multiplexers	1	2.432
AND/OR/NAND/NOR	9	10.64
==> power by group <==
part	internal, uW	total, uW	leakage [uW]	switching (uW)
Combinational	73.4	114	0.000198	40.5
Clock	127	222	0.0000150	94.2
Sequential	315	320	0.0000762	5.10
Power figures rest on the tool's default switching activity, not on a simulated workload.
